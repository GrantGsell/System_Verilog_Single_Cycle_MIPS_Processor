==> design/flow/design.v <==
`timescale 1ns / 1ps
module full_adder_four_bit(
    output logic [3:0] sum,
    output logic carry,
    input logic [3:0] inp0,
    input logic [3:0] inp1,
    input logic cin
    );
    logic carry0, carry1, carry2;
    full_adder_one_bit u0(.sum(sum[0]), .carry(carry0), .inp0(inp0[0]), .inp1(inp1[0]), .cin(cin));
    full_adder_one_bit u1(.sum(sum[1]), .carry(carry1), .inp0(inp0[1]), .inp1(inp1[1]), .cin(carry0));
    full_adder_one_bit u2(.sum(sum[2]), .carry(carry2), .inp0(inp0[2]), .inp1(inp1[2]), .cin(carry1));
    full_adder_one_bit u3(.sum(sum[3]), .carry(carry), .inp0(inp0[3]), .inp1(inp1[3]), .cin(carry2));
endmodule
`timescale 1ns / 1ps
module full_adder_one_bit(
    output logic sum,
    output logic carry,
    input logic inp0,
    input logic inp1,
    input logic cin
    );
    logic sumToSecond, carryToXor0,carryToXor1;
    half_adder u0(.sum(sumToSecond), .carry(carryToXor0),.inp1(inp0), .inp2(inp1));
    half_adder u1(.sum(sum), .carry(carryToXor1), .inp1(sumToSecond), .inp2(cin));
    assign carry = carryToXor0 | carryToXor1;
endmodule
`timescale 1ns / 1ps
module full_adder_sixteen_bit(
    output logic [15:0] sum,
    output logic carry,
    input logic [15:0] inp0,
    input logic [15:0] inp1,
    input logic cin
    );
    logic carry0, carry1, carry2;
    full_adder_four_bit u0(.sum(sum[3:0]), .carry(carry0), .inp0(inp0[3:0]), .inp1(inp1[3:0]), .cin(cin));
    full_adder_four_bit u1(.sum(sum[7:4]), .carry(carry1), .inp0(inp0[7:4]), .inp1(inp1[7:4]), .cin(carry0));
    full_adder_four_bit u2(.sum(sum[11:8]), .carry(carry2), .inp0(inp0[11:8]), .inp1(inp1[11:8]), .cin(carry1));
    full_adder_four_bit u3(.sum(sum[15:12]), .carry(carry), .inp0(inp0[15:12]), .inp1(inp1[15:12]), .cin(carry2));
endmodule
`timescale 1ns / 1ps
module full_adder_thirtytwo_bit(
    output logic [31:0] sum,
    output logic carry,
    input logic [31:0] inp0,
    input logic [31:0] inp1,
    input logic sign,
    input logic cin
    );
    logic carry0;
    full_adder_sixteen_bit u0(.sum(sum[15:0]), .carry(carry0), .inp0(inp0[15:0]), .inp1(inp1[15:0]), .cin(cin));
    full_adder_sixteen_bit u1(.sum(sum[31:16]), .carry(carry), .inp0(inp0[31:16]), .inp1(inp1[31:16]), .cin(carry0));
endmodule
`timescale 1ns / 1ps
module half_adder(
    output logic sum,
    output logic carry,
    input logic inp1,
    input logic inp2
    );
    assign sum = inp1^inp2;
    assign carry = inp1 & inp2;
endmodule
==> design/flow/run.sh <==
#!/bin/bash
# OpenROAD 26Q1-2900-gdf79404cd8, Yosys 0.63+post, stock flow scripts
make -C /OpenROAD-flow-scripts/flow DESIGN_CONFIG=/design/flow/config.mk WORK_HOME=/design/flow/orfs finish
==> design/flow/config.mk <==
export PLATFORM = sky130hd
export DESIGN_NAME = full_adder_thirtytwo_bit
export DESIGN_NICKNAME = full_adder_thirtytwo_bit
export VERILOG_FILES = /design/flow/design.v
export SDC_FILE = /design/flow/constraint.sdc
export NUM_CORES = 4
export LEC_CHECK = 1
export CORE_AREA = 10 10 92 92
export DIE_AREA = 0 0 102 102
==> design/flow/constraint.sdc <==
current_design full_adder_thirtytwo_bit

set clk_period 41.6
set clk_io_pct 0.2

create_clock -name clk0 -period $clk_period

set non_clock_inputs [all_inputs -no_clocks]
set_input_delay [expr $clk_period * $clk_io_pct] -clock clk0 $non_clock_inputs
set_output_delay [expr $clk_period * $clk_io_pct] -clock clk0 [all_outputs]
==> Changelog: implementation <==
## Flow update

* Via count at 719
* Ys Warns at 0
* Cts-stage hold buffer count at 0
* Status: finished, final reports clean
* # Cells Yosys at 74
* P_sw at 0.00000650 W
* Flop area at 0 µm²
* Measured slew at the worst slew-check pin at 111 ps
* Non-filler cells, final at 217
* Distinct cells, synth at 3
* Via/cell ratio at 3.31
* PortBufs at 98
* Met3 routed WL at 994 µm
* Critical Path Source Type: primary input
* F_max at 0.0331 GHz
* Syn Inst Count at 74
* Clock buffer cells at 0
* Min Tclk post-route at 30170 ps
* Flip-flops at 0
* DP Worst Slack at 11350 ps
* Top Metal Used: met3
* WL final at 2960 µm
* Ports at 99
* Num rows at 29
* Global route overflow at 0
* Post-CTS Setup Bufs at 0
* DRC Markers at 0
* Pre-antenna DRT Iters at 1
* Die Span Y at 102 µm
* Routed Antenna Nets at 0
* First-pass GRT wire length at 4600 µm
* CP arrival at 21850 ps
* OpenROAD warning count at 33
* Cell mode on critical path: fa_1
* RSZ-0062 raised after global routing: false
* CP max stage delay at 470 ps
* Gp weighted congestion at 0.743
* DR iter-0 viols at 0
* Seq pwr share at 0%
* Metal-1 WL at 971 µm
* YS chip area at 918 µm²
* Vias in the first global route at 913
* Die Wd at 102 µm
* Filler instances at 673
* Total negative slack at 0 ps
* Power per cell area at 14.5 nW/µm²
* Largest net degree at the start of global routing at 2
* Static Leak at 0.670 nW
* Cts repair resizes at 0
* Clock share of power at 0%
* Total die area at 10400 µm²
* Critical path peak fanout at 1
* Net Sw Frac at 25.5%
* CP endpoint kind: output pin
* Peak VDD IR at 0.00000596 V
* # diodes at 0
* Slew HR at 92.6%
* Fin. max-slew vios at 0
* Sequential-to-total area share from yosys stat at 0%
* CP max-delay cell: clkdlybuf4s50_1
* GRT Resource Usage Total at 5.60%
* Internal at 0.0000190 W
* DP HPWL at 2950 µm
* Crit Path Class: in -> out
* Area Overhead vs Synth at 91.1%
* Core area at 6460 µm²
* Final setup fails at 0
* Layout cell share with drive strength beyond 1 at 0%
* Initial antenna violation count at 0
* Combinational share of power at 100.0%
* Max_cap viols at 0
* DR WL/cell at 13.7 µm
* Floorplan utilization at 14.2%
* Placed insts at 217
* Fin crit share at 72.5%
* Routed met2 length at 997 µm
* Post-Syn Area at 918 µm²
* Path type of the worst min-delay path: in -> out
* Syn Area/Cell at 12.4 µm²
* Data required time of the worst path at 33280 ps
* Final Hold Fails at 0
* Final setup margin at 11430 ps
* Logic area at 641 µm²
==> final timing paths <==
path	from	to	cells past startpoint
setup / recovery	inp1[0]	sum[31]	38
hold / removal	cin	sum[0]	5
==> metal layers <==
metal / vias up / global-route usage (%)
li1: 312 / -
met2: 91 / 7.90
met1: 316 / 5.77
met5: - / 0
met4: 0 / 0
met3: 0 / 6.48
==> cells by family after synthesis <==
family                     share of synthesized area, %
adders and majority gates                          69.8
buffers and inverters                              30.2
==> power groups by stage <==
| stage | clock [W] | combinational, W | sequential (W) |
|---|---|---|---|
| CTS | 0 | 0.0000265 | 0 |
| global route | 0 | 0.0000292 | 0 |
| finish | 0 | 0.0000255 | 0 |
==> critical path: cells and delay by family <==
kind | cells | cell delay (ps)
buf+inv | 6 | 1130
fa+ha+maj | 32 | 12410
==> area by class of cell <==
cell class / instances / share of cell area [%]
Tap cell: 77 / 5.49
Multi-Input combinational cell: 32 / 36.5
Timing Repair Buffer: 98 / 55.9
Inverter: 10 / 2.14
==> placed cells by master (no fill, tap or decap) <==
master,netlist,routed
clkdlybuf4s50_1,0,98
fa_1,32,32
inv_1,10,10
==> cells in the mapped netlist, drive strengths merged <==
cell type | instances | area [µm²]
buf | 32 | 240
fa | 32 | 641
inv | 10 | 37.5
==> through the flow <==
step           hold WS (ps)  total power, W  cell area [µm²]  util, %
2_1_floorplan         16860       0.0000125              918        -
3_3_place_gp          17690       0.0000263             1760     27.2
3_5_place_dp          17700       0.0000265             1760     27.2
4_1_cts               17700       0.0000265             1760     27.2
5_1_grt               17750       0.0000292             1760     27.2
6_report              17680       0.0000255             1760     27.2
No activity file was given, so power comes from the tool's default toggle rates.
