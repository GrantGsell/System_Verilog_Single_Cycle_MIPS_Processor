--- /design/flow/design.v ---
`timescale 1ns / 1ps
module instruction_memory(
    output [31:0] instruction,
    input [31:0] read_Addr_From_PC,
    input rst
    );
    logic [31:0] rom [31:0];
    logic [5:0] shifted_Addr;
    always @(posedge rst) begin
        for(integer i=0; i<32; i++) begin
            rom[i] = 32'b0;
        end
        rom[0] = {6'b001000, 5'b00000, 5'b00001, 16'd1000};                      
        rom[1] = {6'b001000, 5'b00000, 5'b00010, 16'd200};                       
        rom[2] = {6'b001000, 5'b00000, 5'b00011, -16'd300};                      
        rom[3] = {6'b001000, 5'b00000, 5'b00100, 16'd400};                       
        rom[4] = {6'b001000, 5'b00000, 5'b00101, -16'd100};                      
        rom[5] = {6'b001000, 5'b00000, 5'b00110, 16'd3};                         
        rom[6] = {6'b101011, 5'b00000, 5'b00001, 16'd0};                         
        rom[7] = {6'b101011, 5'b00000, 5'b00010, 16'd4};                         
        rom[8] = {6'b101011, 5'b00000, 5'b00011, 16'd8};                         
        rom[9] = {6'b101011, 5'b00000, 5'b00100, 16'd12};                        
        rom[10] = {6'b101011, 5'b00000, 5'b00101, 16'd16};                       
        rom[11] = {6'b101011, 5'b00000, 5'b00110, 16'd20};                       
        rom[12] = {6'b100011, 5'b00000, 5'b00111, 16'd0};                        
        rom[13] = {6'b100011, 5'b00000, 5'b01000, 16'd4};                        
        rom[14] = {6'b100011, 5'b00000, 5'b01001, 16'd8};                        
        rom[15] = {6'b100011, 5'b00000, 5'b01010, 16'd12};                       
        rom[16] = {6'b100011, 5'b00000, 5'b01011, 16'd16};                       
        rom[17] = {6'b100011, 5'b00000, 5'b01100, 16'd20};                       
        rom[18] = {6'b000000, 5'b00111, 5'b01000, 5'b00111, 11'b00000010010};    
        rom[19] = {6'b000000, 5'b01001, 5'b01010, 5'b01001, 11'b00000010010};    
        rom[20] = {6'b000000, 5'b00111, 5'b01001, 5'b00111, 11'b00000100000};    
        rom[21] = {6'b000000, 5'b00111, 5'b01011, 5'b00111, 11'b00000100010};    
        rom[22] = {6'b000000, 5'b00111, 5'b01100, 5'b00111, 11'b00000011010};    
        rom[23] = {6'b101011, 5'b00000, 5'b00111, 16'd28};                       
    end
    assign shifted_Addr = read_Addr_From_PC[6:2];
    assign instruction = rom[shifted_Addr];
endmodule
--- /design/flow/run.sh ---
#!/bin/bash
# OpenROAD 26Q1-2900-gdf79404cd8, Yosys 0.63+post, stock flow scripts
make -C /OpenROAD-flow-scripts/flow DESIGN_CONFIG=/design/flow/config.mk WORK_HOME=/design/flow/orfs finish
--- /design/flow/config.mk ---
export PLATFORM = sky130hd
export DESIGN_NAME = instruction_memory
export DESIGN_NICKNAME = instruction_memory
export VERILOG_FILES = /design/flow/design.v
export SDC_FILE = /design/flow/constraint.sdc
export NUM_CORES = 4
export LEC_CHECK = 1
export CORE_AREA = 10 10 72 72
export DIE_AREA = 0 0 82 82
--- /design/flow/constraint.sdc ---
current_design instruction_memory

set clk_period 4.1
set clk_io_pct 0.2

create_clock -name clk0 -period $clk_period [get_ports {rst}]

set non_clock_inputs [all_inputs -no_clocks]
set_input_delay [expr $clk_period * $clk_io_pct] -clock clk0 $non_clock_inputs
set_output_delay [expr $clk_period * $clk_io_pct] -clock clk0 [all_outputs]
==> impl_metrics.csv <==
group,metric,value,unit
outcome,run_status,"complete, no violations",
floorplan,coreArea,0.00369,mm2
sta,final_max_slew_viol_count,0,
setup_path,critPathKind,"in2out",
clock_network,ctsResizeCount,0,
setup_path,start_kind,"input port",
job,warnings,55,
global_routing,grt_antenna_before_repair,0,
global_routing,grt_pass1_vias,718,
setup_path,cp_common_cell,"clkdlybuf4s50_1",
detailed_routing,routed_wl,2.18,mm
logic_synthesis,synth_cell_type_count,34,
global_routing,grt_max_degree,21,
floorplan,ios,65,
place,io_buffers,33,
floorplan,die_h,82,um
sta,fin_tns_setup,0,ps
logic_synthesis,ys_cells,92,
clock_network,cts_setup_buffers,0,
global_routing,grt_overflow,0,
sta,rsz0062_at_grt,"false",
logic_synthesis,ys_area,592,um2
logic_synthesis,yosysWarnings,2,
setup_path,path_cells,"clkdlybuf4s50_1 > buf_4 > nor2b_1 > o211ai_1 > o31ai_1 > clkdlybuf4s50_1",
logic_synthesis,postSynthCellCount,92,
finish,drive_gt1_frac,0.0877,
setup_path,crit_buf_inv,3,
setup_path,arrival,2790,ps
floorplan,die_x,82,um
detailed_routing,routed_via_density,4.28,
logic_synthesis,syn_area,592,um2
global_routing,grt_pass1_wl,3.56,mm
sta,hold_slack,2740,ps
logic_synthesis,ys_seq_frac,0,
place,place_inst,162,
detailed_routing,wire_per_inst,13.4,um
detailed_routing,vias,694,
detailed_routing,drc,0,
sta,max_freq,277,MHz
place,gp_congestion,0.851,
finish,area_growth,51.4,%
detailed_routing,drt_iter0_markers,17,
place,placed_area,896,um2
clock_network,hold_buffers,0,
finish,n_clock_buffer,0,
pwr,p_per_area,99.7,mW/mm2
floorplan,fp_util,0.160,
pwr,cellLeakagePower,0.000305,uW
sta,final-setup-viol-count,0,
min_path,min_path_type,"in2out",
setup_path,cpPeakStageDelay,690,ps
setup_path,worstSetupEndpointType,"output pin",
setup_path,path_max_fanout,17,
detailed_routing,dr.pass1.iters,4,
finish,fin_cells,162,
sta,period_minus_slack,3610,ps
detailed_routing,drtAntennaViolNets,0,
pwr,total_power,89.3,uW
logic_synthesis,avgSynthCellArea,6.43,um2
detailed_routing,diodes,0,
setup_path,crit_family,"buffers and inverters",
sta,relSlewSlack,0.617,
sta,worst_pin_slew,572,ps
finish,fin_area,896,um2
finish,ff_count,0,
floorplan,rows,22,
job,maxCapViolCount,0,
place,hpwlAfterDp,1.66,mm
global_routing,track_usage,0.0634,
sta,hold_viol,0,
floorplan,die_area,0.00672,mm2
pwr,max-vdd-ir-drop,0.0000460,V
finish,seq_area,0,um2
sta,fin_crit_sh,0.880,
setup_path,crit_slowest_cell,"clkdlybuf4s50_1",
setup_path,worstPathRequired,3280,ps
per-layer routing:
metal	wire [um]	vias to the layer above	GRT usage
met5	0	-	0
met4	0	0	0
met3	231	0	0.0275
met2	1000	22	0.109
met1	942	311	0.0762
li1	-	361	-
layout make-up:
cell class | instances | area (um2)
tap | 48 | 60.1
inverter | 1 | 3.75
fill | 427 | 2790
multi-input combinational | 74 | 457
timing repair buffer | 39 | 375
metrics by stage:
stage / util / worst slack, ps
after floorplan: - / 1740
after CTS: 0.243 / 474
after detailed placement: 0.243 / 488
final: 0.243 / 493
after global routing: 0.243 / 313
after global placement: 0.243 / 473
logic make-up after synthesis:
logic type,count (synthesis),share of synthesized area
other,1,0.00634
xor gates and xnor gates,2,0.0296
AOI/OAI and AO/OA,32,0.400
and+or+nand+nor,36,0.317
buffers and inverters,21,0.247
placed cells by master (no fill, tap or decap), types with 2 or more instances in the layout:
| cell type | n |
|---|---|
| nor3_1 | 4 |
| nand2b_1 | 5 |
| o21a_1 | 2 |
| nor2_1 | 8 |
| o21ai_0 | 2 |
| a21oi_1 | 8 |
| a211oi_1 | 2 |
| nand2_1 | 6 |
| buf_4 | 6 |
| clkdlybuf4s50_1 | 33 |
| a211o_1 | 2 |
| conb_1 | 4 |
| nand3_1 | 2 |
| xor2_1 | 2 |
| o21ai_1 | 3 |
| nor2b_1 | 6 |
| o31ai_1 | 2 |
| a2111oi_2 | 2 |
path summary, 6_finish.rpt:
kind / start / to / slack (ps) / cells past startpoint
max: read_Addr_From_PC[5] / instruction[3] / 490 / 6
min: read_Addr_From_PC[3] / instruction[1] / 2740 / 4
cell usage after synthesis, types with 2 or more instances:
library cell / n / area share
nor2b_1: 6 / 0.063
buf_2: 6 / 0.051
o31ai_1: 2 / 0.025
buf_6: 2 / 0.038
xor2_1: 2 / 0.030
a211o_1: 2 / 0.030
o21ai_1: 3 / 0.025
nor3_1: 4 / 0.034
nor2_1: 8 / 0.051
nand2_1: 6 / 0.038
o21ai_0: 2 / 0.017
o21a_1: 2 / 0.025
a2111oi_2: 2 / 0.051
nand3_1: 2 / 0.017
buf_4: 12 / 0.15
a21oi_1: 8 / 0.068
nand2b_1: 5 / 0.053
a211oi_1: 2 / 0.025
where the power goes:
part | switching (uW) | internal (uW) | total, uW
logic | 38.5 | 50.8 | 89.3
registers | 0 | 0 | 0
clock network | 0 | 0 | 0
Power figures rest on the tool's default switching activity, not on a simulated workload.
