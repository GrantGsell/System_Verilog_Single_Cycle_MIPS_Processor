==> flow/config.mk <==
export PLATFORM = sky130hd
export DESIGN_NAME = register_files
export DESIGN_NICKNAME = register_files
export VERILOG_FILES = /design/flow/design.v
export SDC_FILE = /design/flow/constraint.sdc
export NUM_CORES = 4
export LEC_CHECK = 1
export CORE_UTILIZATION = 50
==> flow/constraint.sdc <==
current_design register_files

set clk_period 11.0
set clk_io_pct 0.2

create_clock -name clk0 -period $clk_period [get_ports {clk}]

set non_clock_inputs [all_inputs -no_clocks]
set_input_delay [expr $clk_period * $clk_io_pct] -clock clk0 $non_clock_inputs
set_output_delay [expr $clk_period * $clk_io_pct] -clock clk0 [all_outputs]
==> flow/design.v <==
`timescale 1ns / 1ps
module register_files(
    output [31:0] read_Data_One,
    output [31:0] read_Data_Two,
    input [31:0] write_Data,
    input [4:0] read_Reg_One_Addr,
    input [4:0] read_Reg_Two_Addr,
    input [4:0] write_Addr,
    input write_Ena,
    input rst,  
    input clk
    );
    logic [31:0] q_regfile [0:31];
    always @(posedge clk or posedge rst) begin
        if(rst) begin
           for(integer i=0; i<64; i++) begin
                q_regfile[i] = 32'd0;
            end 
        end
        else if(write_Ena == 1 && write_Addr!=5'd0) q_regfile[write_Addr] = write_Data;
    end
    assign read_Data_One = q_regfile[read_Reg_One_Addr];
    assign read_Data_Two = q_regfile[read_Reg_Two_Addr];
endmodule
==> flow/run.sh <==
#!/bin/bash
# OpenROAD 26Q1-2900-gdf79404cd8, Yosys 0.63+post, stock flow scripts
make -C /OpenROAD-flow-scripts/flow DESIGN_CONFIG=/design/flow/config.mk WORK_HOME=/design/flow/orfs finish
==> run_summary.xml <==
<?xml version="1.0" encoding="UTF-8"?>
<metrics>
  <group name="run_status">
    <metric name="outcome" unit="">finished clean</metric>
  </group>
  <group name="setup_path">
    <metric name="timing.rr.start" unit="">q_regfile[25][13]$_DFFE_PP0P_</metric>
    <metric name="path_max_fanout" unit="">29</metric>
    <metric name="worstPathArrival" unit="ns">6.51</metric>
    <metric name="startpoint_type" unit="">input pin</metric>
    <metric name="worst-r2r-setup-slack" unit="ns">10.09</metric>
    <metric name="timing.reg2reg.worst_path_depth" unit="">1</metric>
    <metric name="critical_path.endpoint_type" unit="">primary output</metric>
    <metric name="setup.worst_path.class" unit="">in -&gt; out</metric>
    <metric name="regToRegEndpoint" unit="">q_regfile[25][13]$_DFFE_PP0P_</metric>
    <metric name="worst_ep_required_time" unit="ns">8.80</metric>
  </group>
  <group name="final_layout">
    <metric name="comb_area" unit="mm2">0.0239</metric>
    <metric name="post_route_cells_drive_above_1_share" unit="%">34.1</metric>
    <metric name="sequential_standard_cell_area" unit="mm2">0.0256</metric>
    <metric name="layout-area-overhead-vs-synth" unit="%">13.7</metric>
    <metric name="largest_register_ff_count" unit="">1024</metric>
    <metric name="layout.filler_cells" unit="">8329</metric>
    <metric name="fin_area" unit="mm2">0.0579</metric>
  </group>
  <group name="final_timing">
    <metric name="finalHoldViolCount" unit="">0</metric>
    <metric name="worst_slew_margin_rel" unit="%">21.9</metric>
    <metric name="final.setup_skew" unit="ns">0</metric>
    <metric name="rsz0062_at_grt" unit="">no</metric>
    <metric name="fin_worst_hold_slack" unit="ns">0.401</metric>
    <metric name="fin_tns_setup" unit="ns">0</metric>
    <metric name="achievable-frequency" unit="GHz">0.115</metric>
    <metric name="setup_viol_count_final" unit="">0</metric>
    <metric name="worst_tran_pin_value" unit="ns">1.17</metric>
    <metric name="timing.final.crit_share" unit="%">79.2</metric>
    <metric name="period_needed" unit="ns">8.71</metric>
    <metric name="slew_violations" unit="">0</metric>
    <metric name="postLayoutSetupSlackWorst" unit="ns">2.29</metric>
  </group>
  <group name="grt">
    <metric name="first_global_vias" unit="">43400</metric>
    <metric name="grt_antenna_before_repair" unit="">12</metric>
    <metric name="grt_first_pass_wirelength" unit="um">355000</metric>
    <metric name="overflow" unit="">0</metric>
    <metric name="grt_start_max_net_pins" unit="">126</metric>
    <metric name="global_route.usage.total" unit="%">53.0</metric>
  </group>
  <group name="clocking">
    <metric name="post_cts_hold_buffer_count" unit="">0</metric>
    <metric name="insertion_delay" unit="ns">0.70</metric>
    <metric name="cts.repair.resized" unit="">0</metric>
    <metric name="cts_htree_levels" unit="">3</metric>
    <metric name="clk_pin_slew" unit="ns">0.06</metric>
    <metric name="numClockSinks" unit="">1024</metric>
    <metric name="post-cts-setup-buffers" unit="">0</metric>
    <metric name="cts_root_buf" unit="">sky130_fd_sc_hd__clkbuf_16</metric>
    <metric name="cts_tree" unit="">done</metric>
    <metric name="cts-buffers-inserted" unit="">110</metric>
    <metric name="number_of_buffers_between_clock_root_and_the_deepest_sink" unit="">3</metric>
  </group>
  <group name="synth">
    <metric name="synthDistinctLibCells" unit="">62</metric>
    <metric name="post_synth.cell_area_avg" unit="um2">11.7</metric>
    <metric name="synth_seq_share" unit="%">50.3</metric>
    <metric name="postSynth.topFlopCell" unit="">sky130_fd_sc_hd__dfrtp_1</metric>
    <metric name="post_synth_fa_ha_maj_area_fraction" unit="%">0</metric>
    <metric name="edf_count" unit="">0</metric>
    <metric name="synth_async_sr_flop_share" unit="%">100</metric>
    <metric name="mappedNetlistArea" unit="mm2">0.0509</metric>
    <metric name="synth.yosys.warnings" unit="">2</metric>
    <metric name="number_of_storage_elements_in_the_synthesis_netlist" unit="">1024</metric>
    <metric name="simple_gate_area_share" unit="%">7.38</metric>
    <metric name="synthTopLogicFamily" unit="">multiplexers</metric>
    <metric name="syn-instance-count" unit="">4351</metric>
    <metric name="yosys_cells" unit="">4351</metric>
    <metric name="post_synth_ao_oa_area_fraction" unit="%">15.8</metric>
    <metric name="synthMuxAreaShare" unit="%">22.5</metric>
    <metric name="xor_xnor_share" unit="%">0</metric>
    <metric name="ys_area" unit="mm2">0.0509</metric>
  </group>
  <group name="detailed_routing">
    <metric name="wire_per_inst" unit="um">44.7</metric>
    <metric name="drt_pre_antenna_iters" unit="">10</metric>
    <metric name="vias" unit="">44300</metric>
    <metric name="detail_route.iter0.violations" unit="">5371</metric>
    <metric name="routed_via_count_divided_by_cell_count" unit="">7.63</metric>
    <metric name="detail_route.wirelength" unit="um">259000</metric>
    <metric name="drt.antenna.violating_nets" unit="">0</metric>
    <metric name="post-route-drc-count" unit="">0</metric>
  </group>
  <group name="floorplanning">
    <metric name="core_region_area" unit="mm2">0.101</metric>
    <metric name="ios" unit="">114</metric>
    <metric name="floorplan.die.width" unit="um">321</metric>
    <metric name="die_height" unit="um">321</metric>
    <metric name="core.rowCount" unit="">116</metric>
    <metric name="initCoreUtil" unit="%">50.6</metric>
    <metric name="dieArea" unit="mm2">0.103</metric>
  </group>
  <group name="placement">
    <metric name="port_buffers" unit="">113</metric>
    <metric name="placedInstanceArea" unit="mm2">0.0539</metric>
    <metric name="placement.setup.worst_slack" unit="ns">2.56</metric>
    <metric name="gp_routability_congestion" unit="">1.06</metric>
    <metric name="place.detailed.hpwl" unit="um">154000</metric>
  </group>
  <group name="run">
    <metric name="stage_log_warnings" unit="">36</metric>
    <metric name="timing.max_cap.violations" unit="">0</metric>
  </group>
  <group name="pwr">
    <metric name="vdd.ir_drop.worst" unit="uV">158</metric>
    <metric name="power_density" unit="mW/mm2">185</metric>
    <metric name="power.leakage" unit="nW">25.3</metric>
    <metric name="totalPowerFinal" unit="mW">10.7</metric>
  </group>
  <group name="min_path">
    <metric name="holdCritStartpoint" unit="">q_regfile[0][10]$_DFFE_PP0P_</metric>
    <metric name="min_delay_worst_type" unit="">reg -&gt; reg</metric>
    <metric name="timing.hold.worst_path_depth" unit="">0</metric>
    <metric name="hold_end" unit="">q_regfile[0][10]$_DFFE_PP0P_</metric>
  </group>
</metrics>
worst max-delay path by stage:
stage	startpoint	endpoint	slack, ns	cells past startpoint
after global routing	read_Reg_One_Addr[0]	read_Data_One[31]	2.32	10
final	read_Reg_One_Addr[0]	read_Data_One[31]	2.29	10
after CTS	read_Reg_One_Addr[0]	read_Data_One[22]	2.53	10
cell usage in the layout (no fill, tap or decap), drive strengths merged, types with 26 or more instances in the layout:
master / count
a21oi: 92
a22o: 36
a22oi: 806
buf: 220
clkbuf: 156
clkdlybuf4s50: 106
clkinv: 26
dfrtp: 1024
mux2: 1005
nand2: 229
nand3: 51
nand4: 105
nor2: 183
nor3: 62
nor4: 33
o21ai: 29
final cells by class:
class | instances | area share, %
flip-flops and latches | 1024 | 44.2
multi-input cells | 2870 | 41.2
clock buffers | 156 | 5.58
repair buffers | 326 | 4.74
well taps | 1357 | 2.93
clock inverters | 51 | 1.22
diodes | 15 | 0.0648
inverters | 5 | 0.0389
cell usage after synthesis, drive strengths merged, types with 9 or more instances:
cell | number | share of area, %
dfrtp | 1024 | 50
mux2 | 1005 | 22
a22oi | 806 | 12
buf | 230 | 2.3
nand2 | 229 | 1.7
clkbuf | 222 | 1.6
nor2 | 183 | 1.5
nand4 | 105 | 1.3
a21oi | 92 | 0.90
nor3 | 62 | 0.61
nand3 | 51 | 0.51
a22o | 36 | 0.62
nor4 | 33 | 0.41
o21ai | 29 | 0.28
a221oi | 22 | 0.38
a222oi | 21 | 0.41
a32oi | 19 | 0.33
mux2i | 16 | 0.31
nand3b | 15 | 0.23
a31oi | 14 | 0.17
nor2b | 14 | 0.17
and4 | 13 | 0.22
nand2b | 13 | 0.16
o32a | 9 | 0.18
or3 | 9 | 0.12
where the power goes:
part,internal (mW),switching (mW)
logic,0.780,0.686
registers,4.47,0.710
clock network,2.42,1.66
critical path, cell delays in order:
cell and delay (ns):
sky130_fd_sc_hd__clkdlybuf4s50_1 0.46, sky130_fd_sc_hd__buf_4 0.36, sky130_fd_sc_hd__nand2_1 0.62, sky130_fd_sc_hd__nor2_4 0.77, sky130_fd_sc_hd__buf_4 0.68, sky130_fd_sc_hd__a22oi_1 0.19
sky130_fd_sc_hd__and4_1 0.25, sky130_fd_sc_hd__nand4_1 0.10, sky130_fd_sc_hd__o32a_1 0.32, sky130_fd_sc_hd__clkdlybuf4s50_1 0.51
kinds of logic after synthesis:
logic type / Yosys count
AOI/OAI and AO/OA: 1088
DFF: 1024
muxes: 1021
and+or+nand+nor: 761
buffers and inverters: 457
metrics by stage:
step	utilization, %	instances
after global placement	53.6	5582
final	57.6	5804
after global routing	57.6	5790
after floorplan	-	4351
after CTS	57.6	5789
after detailed placement	53.6	5582
metal layers:
metal,wire [um],vias up,global-route usage (%)
li1,-,16600,-
met1,90000,22200,68.2
met2,102000,4057,68.5
met3,43900,1396,32.5
met4,22500,26,31.9
met5,739,-,4.11
Power and IR drop assume default switching activity.
